==> /design/flow/design.v <==
module xian(
    output [3:0]dig,
    output [7:0]seg,
    input [15:0]num,
    input clk
);
reg [15:0] tmp;
reg [6:0] cnt;
initial
begin
  tmp=num;
  cnt=0;
end
reg [6:0] ppos;
reg [6:0] nnum;
wire cclk;
always@(posedge cclk)
begin
    if(num==0)
    begin
      ppos<=3;
      nnum<=0;
    end
    else
    begin
      if(tmp==0)
      begin
        tmp<=num;
        cnt<=0;
      end
      else
      begin
        ppos<=3-cnt;
        nnum<=tmp%16;
        tmp<=tmp/16;
        cnt=cnt+1;
      end
    end
end
ditu dd(.clk(clk),.dig(dig),.seg(seg),.pos(ppos),.num(nnum));
div #(.N(10000)) dv(.clk(clk),.oclk(cclk));
always@(posedge clk)
begin
end
endmodule
module ditu (
    dig,
    seg,
    clk,
    pos,
    num
);
output  [3:0] dig;
output  [7:0] seg;
input  clk;
input [6:0] pos;
input [6:0] num;
reg [7:0] dt [15:0];
initial
begin
  dt[0] <=8'b11000000;
  dt[1] <=8'b11111001;
  dt[2] <=8'b10100100;
  dt[3] <=8'b10110000;
  dt[4] <=8'b10011001;
  dt[5] <=8'b10010010;
  dt[6] <=8'b10000010;
  dt[7] <=8'b11111000;
  dt[8] <=8'b10000000;
  dt[9] <=8'b10010000;
  dt[10]<=8'b10001000;
  dt[11]<=8'b10000011;
  dt[12]<=8'b11000110;
  dt[13]<=8'b10100001;
  dt[14]<=8'b10000110;
  dt[15]<=8'b10001110;
end
assign dig = ~((4'b0001)<<(pos));
assign seg = dt[num];
endmodule
==> /design/flow/run.sh <==
#!/bin/bash
# OpenROAD 26Q1-2900-gdf79404cd8, Yosys 0.63+post, stock flow scripts
make -C /OpenROAD-flow-scripts/flow DESIGN_CONFIG=/design/flow/config.mk WORK_HOME=/design/flow/orfs finish
==> /design/flow/config.mk <==
export PLATFORM = sky130hd
export DESIGN_NAME = ditu
export DESIGN_NICKNAME = ditu
export VERILOG_FILES = /design/flow/design.v
export SDC_FILE = /design/flow/constraint.sdc
export NUM_CORES = 4
export LEC_CHECK = 1
export CORE_AREA = 10 10 70 70
export DIE_AREA = 0 0 80 80
==> /design/flow/constraint.sdc <==
current_design ditu

set clk_period 1.2
set clk_io_pct 0.2

create_clock -name clk0 -period $clk_period

set non_clock_inputs [all_inputs -no_clocks]
set_input_delay [expr $clk_period * $clk_io_pct] -clock clk0 $non_clock_inputs
set_output_delay [expr $clk_period * $clk_io_pct] -clock clk0 [all_outputs]
==> Slide: Implementation Results <==
Key Metrics from the Run

Floorplanning
  • Fp_density: 9.60%
  • Die Size: 0.00640 mm^2
  • Die span in x: 80 um
  • Num rows: 21
  • I/O pin cnt: 27
  • Area of the core: 0.00342 mm^2
  • Chip height: 80 um

Critical path
  • Slowest Stage Delay on Critical Path: 0.26 ns
  • Setup CP Type: in2out
  • Critical path, cell by cell: buf_8 -> buf_6 -> ha_4 -> mux2_4 -> a22o_1 -> buf_2
  • CP max stage cell: mux2_4
  • Largest fanout on the critical path: 4
  • CP arrival: 1.15 ns
  • Worst Setup SP: num[1]
  • Number of buffers and inverters on the critical path: 3
  • CP Capture Type: output port
  • Critical Path Source Type: input pin
  • Critical Path RT: 0.96 ns
  • CP delay by family, top: buffers and inverters

Logic synthesis
  • Mapped cell area: 328 um^2
  • Synth Seq Share: 0%
  • Mean post-synth cell area: 7.13 um^2
  • Post-Syn Instances: 46
  • Yosys cell count: 46
  • Synth unique cells: 21
  • Yosys stat area: 328 um^2
  • Syn. warnings: 1

Place
  • DP Cell Count: 122
  • Hpwl dp: 1.01 mm
  • Area after DPL: 666 um^2
  • Placer Congestion: 0.667
  • IO Port Bufs: 22

Final timing
  • Pins over their slew limit: 0
  • Final Hold Viols: 0
  • Fin crit period: 1.39 ns
  • Setup ws final: -0.195 ns
  • RSZ-0062 raised after global routing: yes
  • Setup violators final: 8
  • Post-layout period usage: 116%
  • Max Clock Freq: 717 MHz

Route
  • DR WL/cell: 11.1 um
  • N_diodes: 0
  • Post-Route WL: 1.47 mm
  • Remaining DRCs: 0
  • DRT Pass-1 Iters: 3
  • Initial detailed-routing violation count: 13
  • Vias per inst: 3.54
  • Vias: 467
  • Final antenna-violating net count: 0

Job
  • Log Warnings: 44
  • Max-Cap Viols: 0

Power and ir drop
  • Leakage: 0.386 nW
  • Max IR drop VDD: 0.0000643 V
  • Power per cell area: 298 mW/mm^2

Layout
  • Final instance area: 856 um^2
  • Fillers: 368
  • Share of layout cells above drive strength 1: 75.6%
  • Logic area: 433 um^2
  • Final instance count without filler cells: 132
  • Storage cell area: 0 um^2
  • Area Overhead vs Synth: 161%
  • Flop count: 0
  • Clock buf count: 0

Outcome
  • Violations in the final reports: negative setup slack
  • Status: complete, but fails checks

Hold path
  • HP Class: in2out
  • Hold path startpoint: pos[2]

Global route
  • Vias in the first global route: 476
  • First-pass GRT wire length: 2.36 mm
  • Largest net degree at the start of global routing: 6
  • Gr ovfl total: 0
  • GRT Resource Usage Total: 4.34%
  • Initial antenna violation count: 0

CTS
  • Hold-fix buffers, CTS: 0
==> cell families (layout without fill, tap and decap cells) <==
kind of cell	after synthesis	after routing	synth area share, %
buffers and inverters	6	46	10.3
adders and majority gates	7	7	26.7
AOI/OAI and AO/OA	9	9	16.4
other	1	1	1.14
and+or+nand+nor	18	18	29.4
muxes	5	5	16.0
==> through the flow <==
stage	util (%)	setup WS [ns]	hold WS, ns	setup TNS [ns]	power (mW)
3_5_place_dp	19.5	-1.03	1.46	-9.47	0.187
5_1_grt	25.1	-0.219	0.867	-1.56	0.278
4_1_cts	24.2	-0.214	0.872	-1.34	0.239
3_3_place_gp	19.5	-1.01	1.46	-9.26	0.186
6_report	25.1	-0.195	0.841	-1.14	0.255
2_1_floorplan	-	0.0373	0.504	0	0.0643
==> synth_stat cells <==
cell type	count	area, um^2
mux2_1	2	22.5
nand3_1	3	15.0
mux2i_1	3	30.0
inv_1	2	7.51
ha_1	7	87.6
nand3b_1	2	15.0
a22o_1	1	8.76
clkbuf_1	1	3.75
conb_1	1	3.75
nand2b_1	2	12.5
nand2_1	4	15.0
o21ai_0	1	5.00
buf_6	1	11.3
and2b_1	1	7.51
o21ai_1	5	25.0
a21oi_1	1	5.00
buf_4	1	7.51
a32o_1	1	10.0
inv_2	1	3.75
nor2_1	5	18.8
nor4_2	1	12.5
==> repair_timing <==
| action | 4_1_cts | 5_1_grt |
|---|---|---|
| buffers inserted | 10 | 1 |
| endpoints found under the hold margin | 0 | 0 |
| setup endpoints to repair | 11 | 11 |
| gates cloned | 2 | 0 |
| pin swaps | 11 | 8 |
| resized | 104 | 16 |
==> worst paths after layout <==
check / endpoint / slack [ns] / depth (start not counted)
setup / recovery: seg[6] / -0.19 / 6
hold / removal: dig[1] / 0.84 / 5
==> cells in the final DEF, fill, tap and decap left out, types with 2 or more instances in the layout <==
cell	count
mux2_4	2
nand3_2	2
buf_6	10
nand2b_4	2
nand3b_1	2
mux2i_1	2
buf_4	13
o21ai_1	3
buf_2	14
o21ai_2	3
nor2_1	3
ha_4	5
nand2_1	3
dlygate4sd2_1	3
==> layer usage <==
layer / track usage, % / up-vias / share of wire [%]
li1: - / 242 / -
met1: 5.80 / 216 / 44
met2: 7.22 / 9 / 50
met3: 1.14 / 0 / 6.1
met4: 0 / 0 / 0
met5: 0 / - / 0
==> area by class of cell <==
cell class	instances	area share, %
multi-input cells	40	50.6
inverters	3	2.19
well taps	46	6.73
repair buffers	43	40.5
==> report_power, final <==
part           internal (mW)  switching (mW)
clock                      0               0
sequential                 0               0
combinational          0.150           0.105
==> tightest hold or removal path: stages <==
cell	delay, ns
buf_6	0.07
nor4_4	0.03
buf_4	0.12
nand3_2	0.05
buf_2	0.08
Power and IR drop assume default switching activity.
