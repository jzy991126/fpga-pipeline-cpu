<file path="flow/design.v">
module DM (
    input wire [15:0] addr,
    output wire [15:0] dout,
    input wire [15:0] din,
    input wire we,
    input wire clk,
    input wire reset
    );
reg [15:0] mem [10 - 1:0];
always @ (posedge clk or negedge reset) begin
    if (!reset) begin
        mem[0]<=8;
        mem[1]<=5;
    end
    else if (we) begin
        mem[addr] <= din;
    end
end
assign dout = mem[addr];
endmodule
</file>
<file path="flow/run.sh">
#!/bin/bash
# OpenROAD 26Q1-2900-gdf79404cd8, Yosys 0.63+post, stock flow scripts
make -C /OpenROAD-flow-scripts/flow DESIGN_CONFIG=/design/flow/config.mk WORK_HOME=/design/flow/orfs finish
</file>
<file path="flow/config.mk">
export PLATFORM = sky130hd
export DESIGN_NAME = DM
export DESIGN_NICKNAME = DM
export VERILOG_FILES = /design/flow/design.v
export SDC_FILE = /design/flow/constraint.sdc
export NUM_CORES = 4
export LEC_CHECK = 1
export CORE_UTILIZATION = 30
</file>
<file path="flow/constraint.sdc">
current_design DM

set clk_period 3.8
set clk_io_pct 0.2

create_clock -name clk0 -period $clk_period [get_ports {clk}]

set non_clock_inputs [all_inputs -no_clocks]
set_input_delay [expr $clk_period * $clk_io_pct] -clock clk0 $non_clock_inputs
set_output_delay [expr $clk_period * $clk_io_pct] -clock clk0 [all_outputs]
</file>
==> impl_metrics.csv <==
group,metric,value,unit
detailed_routing,wl_per_cell,20.2,microns
floorplanning,die-area,0.0231,sq mm
logic_synthesis,syn-instance-count,450,
worst_setup_path,path_max_fanout,26,
floorplanning,rows,54,
final_timing,hold_violations,0,
finish,area_delta_synth_final,23.6,%
status,outcome,"finished, final reports clean",
min_path,hp-class,"input port to async pin",
final_timing,hold_ws,491,ps
placement,placed_area,0.00768,sq mm
logic_synthesis,synth.distinct_cells,59,
finish,fillers,1969,
logic_synthesis,ys_chip_area,0.00674,sq mm
logic_synthesis,ys_seq_share,68.9,%
detailed_routing,dr_total_vias,4235,
logic_synthesis,ys_warn_count,2,
job,warnings,37,
logic_synthesis,edf_count,128,
placement,hpwlAfterDp,10800,microns
detailed_routing,dr.first_iter.drc_count,253,
logic_synthesis,syn_avg_cell_area,15.0,sq um
global_route,grt_pass1_vias,4531,
floorplanning,core,0.0220,sq mm
logic_synthesis,synth_flops,160,
final_timing,setup_viol,0,
global_route,antenna_found_initial,0,
detailed_routing,drtPass1Iterations,23,
global_route,grt-ovfl-total,0,
worst_setup_path,required,3040,ps
finish,post-route-cell-area,0.00833,sq mm
logic_synthesis,synth-cells-yosys,450,
finish,top_regs,"mem: 160 flops",
floorplanning,die_w,152,microns
detailed_routing,antennaDiodeCount,0,
detailed_routing,drt_wl_total,16600,microns
pwr,ir_drop,0.345,mV
cts,cts_made_buffers,17,
final_timing,min_period_over_period,97.4,%
final_timing,finalCriticalPeriod,3700,ps
floorplanning,die_h,152,microns
global_route,track_usage,15.6,%
pwr,power-per-cell-area,512,mW/mm^2
final_timing,fin_skew,0,ps
final_timing,rsz0062_at_grt,"no",
floorplanning,ios,51,
worst_setup_path,critPathLaunchType,"input port",
placement,gp_congestion,0.847,
cts,hold_buffers,0,
global_route,grt_pass1_wl,26000,microns
worst_setup_path,endpoint_kind,"output pin",
worst_setup_path,crit_arrival,2940,ps
finish,largest_reg_flops,160,
worst_setup_path,worstSetupPathType,"input port to output pin",
cts,clk_latency,420,ps
detailed_routing,drtAntennaViolNets,0,
cts,clock_path_buffers,2,
final_timing,tightest_slew,661,ps
placement,io_buffer_count,38,
logic_synthesis,synth_area,0.00674,sq mm
floorplanning,fp_util,30.7,%
finish,regMostFlops,"mem",
job,maxCapViolCount,0,
cts,tritoncts,"done",
worst_setup_path,reg2regPathDepth,1,
cts,clkTransAtPathRegs,60,ps
logic_synthesis,async_flop_share,20.0,%
pwr,leakagePower,2.95,nW
cts,htreeDepth,4,
pwr,p_total,4.26,mW
global_route,grt_max_degree,34,
finish,layout-drive-gt1-share,25.5,%
cts,clock_sinks,160,
logic_synthesis,synth_top_flop_cell,"edfxtp_1",
final_timing,max_slew_margin,55.9,%
final_timing,fin_setup_tns,0,ps
final_timing,slew_viol_final,0,
detailed_routing,via_per_inst,5.18,
cts,cts-root-buf,"clkbuf_16",
detailed_routing,drc,0,
final_timing,fmax,270,MHz
worst max-delay path, cell delays in order:
cell,delay [ps]
clkdlybuf4s50_1,510
buf_12,180
buf_4,220
nor2b_1,230
a221o_1,180
o211ai_1,140
a31oi_2,200
clkdlybuf4s50_1,500
path summary, 6_finish.rpt:
check | from | endpoint | slack, ps
setup reg to reg | mem[0][7] | mem[0][7] | 3000
min in group clk0 | mem[1][12] | mem[1][12] | 500
hold reg to reg | mem[1][12] | mem[1][12] | 500
max in group asynchronous | reset | mem[1][2] | 2940
hold / removal | reset | mem[0][15] | 490
setup / recovery | addr[3] | dout[12] | 100
report_power, final:
| group | switching (mW) | internal (mW) | leakage (nW) |
|---|---|---|---|
| Combinational | 0.196 | 0.216 | 1.11 |
| Sequential | 0.0434 | 2.00 | 1.54 |
| Clock | 0.676 | 1.14 | 0.307 |
Yosys cell counts (6+ instances only):
cell type	n	area share [%]
nor2b_1	9	0.84
mux2_2	28	4.7
nor2_1	14	0.78
o21ai_0	21	1.6
mux2_1	7	1.2
edfxtp_1	128	57
o22a_1	9	1.2
buf_4	7	0.78
clkbuf_1	6	0.33
a21oi_1	23	1.7
buf_2	15	1.1
mux2i_1	10	1.5
dfrtp_1	29	11
nand2_1	26	1.4
a32oi_1	6	0.78
a22oi_1	11	1.2
layer usage:
layer  up-vias  routed length [microns]  track usage (%)  part of all wire (%)
li1       1905                        -                -                     -
met1      2117                     6780             21.3                    41
met2       195                     7600             23.0                    46
met3        16                     1880             8.31                    11
met4         2                      249             2.48                   1.5
met5         -                       56             1.86                  0.34
layout by cell type (no fill, tap or decap), drive strengths merged, types with 5 or more instances in the layout:
| cell | count |
|---|---|
| mux2i | 11 |
| o21ai | 21 |
| a32oi | 6 |
| nor2 | 16 |
| nand3 | 7 |
| and2 | 5 |
| a22oi | 11 |
| and3 | 5 |
| clkdlybuf4s50 | 34 |
| inv | 9 |
| dfrtp | 29 |
| clkinv | 5 |
| nand2b | 5 |
| nand2 | 26 |
| o22a | 9 |
| buf | 52 |
| a21oi | 23 |
| clkbuf | 19 |
| nor2b | 9 |
| mux2 | 36 |
| mux4 | 5 |
| o221ai | 5 |
| edfxtp | 128 |
final cells by class:
type	instances	area, sq um	share of cell area [%]
sequential	160	4650	55.8
timing repair buffer	87	761	9.13
inverter	7	26.3	0.315
clock buffer	19	453	5.44
tap	280	350	4.20
multi-input combinational	252	1910	22.9
clock inverter	13	184	2.21
cell families (layout without fill, tap and decap cells):
group / count (synthesis) / in the layout / synth area share, %
AND-OR/OR-AND: 108 / 108 / 11.3
flip-flops: 160 / 160 / 68.9
AND/OR/NAND/NOR: 92 / 92 / 7.33
multiplexers: 52 / 52 / 9.43
buffers and inverters: 38 / 126 / 3.01
what timing repair did:
action	in CTS	in global routing
endpoints found under the setup margin	0	3
resized	0	3
setup buffers	0	1
per-stage QoR:
step	utilization [%]	instances	setup WS (ps)
global placement	35.0	785	129
global route	37.9	818	12.3
finish	37.9	818	100
floorplan	-	450	831
CTS	37.9	817	74.5
detailed placement	35.0	785	93.6
Power is estimated from default activity; no workload was simulated.
